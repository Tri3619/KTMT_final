==> flow/config.mk <==
export PLATFORM = sky130hd
export DESIGN_NAME = NextPCSel
export DESIGN_NICKNAME = NextPCSel
export VERILOG_FILES = /design/flow/design.v
export SDC_FILE = /design/flow/constraint.sdc
export NUM_CORES = 4
export LEC_CHECK = 1
export CORE_AREA = 10 10 78 78
export DIE_AREA = 0 0 88 88
export SYNTH_HDL_FRONTEND = slang
==> flow/constraint.sdc <==
current_design NextPCSel

set clk_period 5.8
set clk_io_pct 0.2

create_clock -name clk0 -period $clk_period

set non_clock_inputs [all_inputs -no_clocks]
set_input_delay [expr $clk_period * $clk_io_pct] -clock clk0 $non_clock_inputs
set_output_delay [expr $clk_period * $clk_io_pct] -clock clk0 [all_outputs]
==> flow/design.v <==
module NextPCSel (
    input [31:0] PC_plus4,       
    input [31:0] PC_branch,      
    input [31:0] JALR_target,    
    input Branch,                
    input Jump,                  
    input branch_taken,          
    input [6:0] op,              
    output [31:0] next_PC        
);
    assign next_PC = (Jump && (op == 7'b1100111)) ? JALR_target :  
                     (Jump || (Branch && branch_taken)) ? PC_branch :  
                     PC_plus4;  
endmodule
==> flow/run.sh <==
#!/bin/bash
# OpenROAD 26Q1-2900-gdf79404cd8, Yosys 0.63+post, stock flow scripts
make -C /OpenROAD-flow-scripts/flow DESIGN_CONFIG=/design/flow/config.mk WORK_HOME=/design/flow/orfs finish
==> impl_metrics.toml <==
# yosys + openroad results
[detailed_routing]
vias_per_cell = 4.415
wl_per_cell_um = 17.66
vias = 1148
highest_layer = "met3"
met2WireLength_mm = 2.025
routed_wl_mm = 4.591
num_antenna_cells = 0
dr.pass1.iters = 2
drc_errors = 0
initialDrtViolationCount = 10
wl_met3_mm = 1.052
m1WireLength_mm = 1.513
drtAntennaViolNets = 0

[synthesis]
ys_cells = 75
avgSynthCellArea_um2 = 12.20
synth.area.top_cells = "mux2_4 (49%), mux2_2 (42%), buf_6 (3.7%), buf_2 (2.2%), or4b_1 (1.1%)"
synth_cells = 75
top_area_cell = "mux2_4"
most_common_cell = "mux2_2"
netlist_area_um2 = 914.6
synth_cell_type_count = 8
yosysWarnings = 0
synth_seq_share_pct = 0
common_cells = "mux2_2 (34), mux2_4 (30), buf_2 (4)"
yosys_area_um2 = 914.6
top_cell_area_share_pct = 49.25

[timing]
tightest_slew_ns = 0.5730
hold_viol_final = 0
drv_slew = 0
fin_crit_sh_pct = 80.64
rsz0062_at_grt = "no"
fin_crit_ns = 4.677
slew_headroom_pct = 61.80
hold_slack_ns = 3.354
fmax_mhz = 213.8
setup_viol = 0
tns_ns = 0

[global_routing]
grt_pass1_wl_mm = 6.451
antenna_found_initial = 0
grt_pass1_vias = 1270
overflow = 0
track_usage_pct = 10.38
grt_max_degree = 33

[clock_network]
cts_resized = 0
post_cts_buffers = 0
hold_buffers = 0

[layout]
seq_area_um2 = 0
syn2layout_area_growth_pct = 155.1
clockBufferCount = 0
final_area_um2 = 2333
seq_cells = 0
drive_gt1_share_pct = 32.69

[place]
post_dp_cell_area_um2 = 2333
gp_congestion = 0.7502
portBuffers = 138
dpl.hpwl_mm = 4.176

[power_and_ir_drop]
leakage_nw = 0.9774
vdd_drop_max_mv = 0.04101
power.density_nw_per_um2 = 69.79
power_uw = 162.8

[floorplanning]
fp_util_pct = 20.72
die_w_um = 88
fp.dieH_um = 88
ios = 138
row_count = 24
dieArea_um2 = 7744
core_area_um2 = 4414

[worst_setup_path]
crit_required_ns = 4.64
endpoint_kind = "primary output"
crit_family = "buffers and inverters"
critical_path_class = "input port to primary output"
critPathMaxFanout = 32
cp-start-kind = "input port"
critPathArrivalTime_ns = 3.52
crit_chain = "clkdlybuf4s50_1 -> nand2_1 -> or4b_2 -> buf_4 -> mux2_4 -> clkdlybuf4s50_1"
crit_slowest_cell = "or4b_2"
crit_top_cell = "clkdlybuf4s50_1"
cp_num_buf_inv = 3
critPathMaxStageDelay_ns = 0.63

[flow_run]
maxCapViolations = 0
warnings = 32

[min_path]
hold_path.class = "input port to primary output"

[outcome]
outcome = "completed"
==> kinds of logic after synthesis <==
kind of cell	Yosys count	synth area share, %
buf+inv	7	5.882
compound gates	1	0.5467
simple gates	3	2.462
mux	64	91.11
==> per-layer routing <==
| metal | track usage (%) | vias up |
|---|---|---|
| li1 | - | 555 |
| met1 | 9.649 | 498 |
| met2 | 17.20 | 95 |
| met3 | 10.20 | 0 |
| met4 | 0 | 0 |
| met5 | 0 | - |
==> path summary, 6_finish.rpt <==
| kind | startpoint | end | cells past startpoint |
|---|---|---|---|
| setup / recovery | Jump | next_PC[10] | 6 |
| hold / removal | JALR_target[20] | next_PC[20] | 3 |
==> report_power, final <==
part / switching, mW / total, mW / internal [mW] / leakage [nW]
Combinational: 0.0290 / 0.163 / 0.134 / 0.977
Clock: 0 / 0 / 0 / 0
Sequential: 0 / 0 / 0 / 0
==> cells in the final DEF, fill, tap and decap left out <==
master	instances
mux2_4	30
or4b_2	1
mux2_2	34
buf_4	2
nand4b_1	1
clkdlybuf4s50_1	138
nand2_1	1
a21oi_4	1
==> layout make-up <==
class,count,area [µm²]
Multi-Input combinational cell,68,872.1
Timing Repair Buffer,140,1396
Tap cell,52,65.06
Fill cell,397,2081
==> through the flow <==
| stage | setup slack, ns | cells | util [%] |
|---|---|---|---|
| 6_report | 1.123 | 260 | 52.86 |
| 5_1_grt | 0.9879 | 260 | 52.86 |
| 4_1_cts | 1.066 | 260 | 52.86 |
| 3_5_place_dp | 1.064 | 260 | 52.86 |
| 3_3_place_gp | 1.077 | 260 | 52.86 |
| 2_1_floorplan | 2.303 | 75 | - |
Power figures rest on the tool's default switching activity, not on a simulated workload.
